**flow/design.v**
```verilog
module register_file(
	input clk,
	input reg1_write,
	input reg2_write,
	input   [3:0] reg1_addr,  
	input   [3:0] reg2_addr,  
	output [15:0] reg1_obus,
	output [15:0] reg2_obus,
	input  [15:0] reg1_ibus,
	input  [15:0] reg2_ibus
	);
	(* ram_style = "distributed" *) reg [15:0] registers [15:0];
	assign reg1_obus = registers[reg1_addr];
	assign reg2_obus = registers[reg2_addr];
	wire [3:0] write_addr;
	wire [15:0] write_bus;
	assign write = reg1_write || reg2_write;
	assign write_addr = reg1_write ? reg1_addr : reg2_addr;
	assign write_bus = reg1_write ? reg1_ibus : reg2_ibus;
	always @ (posedge clk) begin
		if (write) begin
			registers[write_addr] <= write_bus;
		end
	end
endmodule
```
**flow/run.sh**
```bash
#!/bin/bash
# OpenROAD 26Q1-2900-gdf79404cd8, Yosys 0.63+post, stock flow scripts
make -C /OpenROAD-flow-scripts/flow DESIGN_CONFIG=/design/flow/config.mk WORK_HOME=/design/flow/orfs finish
```
**flow/config.mk**
```make
export PLATFORM = sky130hd
export DESIGN_NAME = register_file
export DESIGN_NICKNAME = register_file
export VERILOG_FILES = /design/flow/design.v
export SDC_FILE = /design/flow/constraint.sdc
export NUM_CORES = 4
export LEC_CHECK = 1
export CORE_UTILIZATION = 50
```
**flow/constraint.sdc**
```tcl
current_design register_file

set clk_period 2.9
set clk_io_pct 0.2

create_clock -name clk0 -period $clk_period [get_ports {clk}]

set non_clock_inputs [all_inputs -no_clocks]
set_input_delay [expr $clk_period * $clk_io_pct] -clock clk0 $non_clock_inputs
set_output_delay [expr $clk_period * $clk_io_pct] -clock clk0 [all_outputs]
```
==> results.yml <==
# physical design summary
power_and_ir_drop:
  power_leakage_nw: 5.56
  pwr-share-seq_pct: 47.0
  combinationalPowerShare_pct: 12.2
  p_clk_share_pct: 40.8
  sw_frac_of_total_pct: 22.0
  vdd_drop_max_uv: 508
  p_per_area_nw_per_um2: 589
  total_power_mw: 9.11
  switchingPower_mw: 2.01
  internal_power_mw: 7.11
global_route:
  grt_pass1_wl_mm: 51.8
  gr-usage-all-layers_pct: 31.3
  grt.busiest_layer: "met2"
  met1_usage_pct: 43.1
  use_met2_pct: 46.3
  grt_pass1_vias: 8410
  antenna_found_initial: 0
  grt.overflow.total: 0
  grt_max_degree: 33
  grt_util_met3_pct: 17.7
floorplan:
  io_pins: 75
  core_util_floorplan_pct: 50.9
  die_h_um: 159
  dieArea_um2: 25400
  rows: 57
  core_area_um2: 24300
  die_x_um: 159
worst_setup_path:
  path_cells: "buf_6 -> and2_1 -> buf_4 -> a22oi_1 -> nand3_1 -> o21ai_0 -> clkdlybuf4s50_1"
  cp_slowest_cell: "clkdlybuf4s50_1"
  slowest_delay_ns: 0.54
  cp_max_fo: 11
  cp-start-kind: "input port"
  critical_path_required_ns: 2.32
  arrival_ns: 2.29
  critPathTopFamily: "buffers and inverters"
  critPathCaptureType: "output pin"
  critical_path_buf_inv_count: 3
  worstSetupPathType: "in -> out"
final_timing:
  fmax_ghz: 0.348
  slew_headroom_pct: 57.5
  finalHoldViolCount: 0
  drv_slew: 0
  worst_pin_slew_ns: 0.638
  finalCritPeriodShare_pct: 99.0
  fin_crit_ns: 2.87
  setup_violations: 0
synthesis:
  syn_area_per_cell_um2: 17.2
  ys_types: 30
  edf_count: 256
  ys_cells: 722
  ys_area_um2: 12400
  yosys.area.top_type: "edfxtp_1"
  top_cells_by_count: "edfxtp_1, mux2i_1, a22oi_1, mux4_2"
  top_cell_area_share_pct: 62.1
  syn_inst: 722
  syn_area_um2: 12400
  ys_top_cells_by_area: "edfxtp_1, mux2i_1, mux4_2"
  ys_async_sr_fraction_pct: 0
  synth_dominant_cell_count: "edfxtp_1"
  synth-main-ff-cell: "edfxtp_1"
  ys_ff: 256
  yosys_warnings: 2
  synth_seq_share_pct: 62.1
route:
  routed_wl_mm: 34.6
  drt-pass1-iter-count: 5
  ant_nets: 0
  wl_per_cell_um: 28.1
  vias: 7688
  drc: 0
  diodes: 0
  avgViaCountPerCell: 6.24
  drtIter0Drc: 553
place:
  gp_congestion: 0.932
  portBuffers: 74
  hpwl_mm: 23.7
final_layout:
  reg.largest.list: "registers x256"
  largest-register: "registers"
  layout-drive-gt1-share_pct: 30.7
  areaGrowthSynthToFinish_pct: 24.9
  regArea_um2: 7690
  fillCellCount: 1677
  final_util_pct: 63.6
  largest_reg_flops: 256
  combGateArea_um2: 4360
clocking:
  root_buffer: "clkbuf_16"
  cts_hold_buf: 0
  clk_pin_slew_ns: 0.06
  cts.path.max_buffers: 3
  cts_tree: "done"
  cts_buffers: 27
  htree_levels: 1
  clock_sinks: 256
run:
  max_cap_violations: 0
  warnings: 26
min_path:
  min_to: "registers[7][8]"
  whs_path_depth: 2
  worstHoldStart: "reg2_ibus[8]"
  holdCritPathClass: "in -> reg"
status:
  status: "completed"
## stage by stage
stage | TNS, ns | hold WS, ns | setup WS [ns] | instance area (um2) | instances
CTS | -0.0236 | 0.943 | -0.0106 | 15400 | 1229
global placement | -6.55 | 1.49 | -0.350 | 14300 | 1176
detailed placement | -6.14 | 1.51 | -0.347 | 14300 | 1176
floorplan | 0 | 0.955 | 0.357 | 12400 | 722
finish | 0 | 0.946 | 0.0286 | 15500 | 1232
global route | -0.00352 | 1.01 | -0.00352 | 15500 | 1232
## cells in the final DEF, fill, tap and decap left out, drive strengths merged
cell type and instances:
nor3 1, o21ai 21, clkinv 12, and2 3
clkdlybuf4s50 66, mux4 68, bufinv 7, a211oi 2
and3 1, nor2b 9, mux2 16, dlymetal6s2s 1
nor3b 3, inv 2, nand3 21, a221oi 9
clkbuf 29, dlygate4sd2 1, a32oi 1, nand2 19
a21oi 6, a22oi 61, clkinvlp 1, a31oi 2
buf 126, edfxtp 256, mux2i 143, nor2 21
## power by group through the flow
stage / Clock [mW] / Sequential (mW) / Combinational, mW
finish: 3.72 / 4.29 / 1.11
global route: 3.92 / 4.30 / 1.18
CTS: 3.77 / 4.29 / 1.10
## kinds of logic (layout without fill, tap and decap cells)
group,after synthesis,count (layout),share of synthesized area (%)
flip-flops,256,256,62.1
multiplexers,227,227,25.7
AND-OR/OR-AND,102,102,5.77
AND/OR/NAND/NOR,78,78,2.98
buffers and inverters,59,245,3.51
## final cells by class
cell class | instances | share of cell area [%]
Inverter | 1 | 0.0243
Multi-Input combinational cell | 407 | 28.2
Sequential cell | 256 | 49.7
Clock inverter | 21 | 1.83
Tap cell | 324 | 2.62
Timing Repair Buffer | 195 | 13.3
Clock buffer | 28 | 4.39
## what timing repair did
item | 4_1_cts | 5_1_grt
endpoints found under the setup margin | 30 | 24
hold endpoints to repair | 0 | 0
gates resized | 29 | 22
pin swaps | 1 | 2
gates cloned | 1 | 0
buffers inserted | 3 | 3
## worst max-delay path by stage
stage	startpoint	end	slack [ns]	depth (start not counted)
finish	reg1_addr[1]	reg1_obus[1]	0.03	7
global route	registers[3][2]	reg1_obus[2]	-0.004	4
CTS	reg2_addr[1]	reg2_obus[5]	-0.01	7
## per-layer routing
layer	share of wire (%)	vias up
li1	-	3339
met1	35	3772
met2	48	486
met3	13	91
met4	3.5	0
met5	0	-
No activity file was given, so power comes from the tool's default toggle rates.
