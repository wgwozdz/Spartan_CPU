`/design/flow/design.v`:
```
module control_unit(
	input clk,
	output reg i_read = 0,
	output reg i_push = 0,
	output reg d_read = 0,
	output reg d_push = 0,
	output reg d_write = 0,
	output reg io_read = 0,
	output reg io_write = 0,
	output reg io_push = 0,
	output reg io_addr_read = 0,
	output reg [3:0] io_addr = 0,
	output reg io_store_retaddr = 0,
	output reg io_push_retaddr = 0,
	output reg io_push_ints = 0,
	output reg io_push_int_addr = 0,
	input io_interrupt,
	output reg pc_increment = 0,
	output reg pc_load = 0,
	output reg pc_push = 0,
	output reg pc_push_d = 0,
	output reg cmp_load = 0,
	output reg cmp_push = 0,
	output reg cmp_compare = 0,
	output reg cmp_mask_int = 0,
	output reg cmp_unmask_int = 0,
	output reg lu_passh = 0,
	output reg lu_passl = 0,
	output reg lu_pass_high = 0,
	output reg lu_swap = 0,
	output reg lu_push = 0,
	output reg lu_push_high = 0,
	output reg lu_push_div = 0,
	output reg lu_push_mod = 0,
	output reg lu_add = 0,
	output reg lu_sub = 0,
	output reg lu_mul = 0,
	output reg lu_inc = 0,
	output reg lu_dec = 0,
	output reg lu_shr = 0,
	output reg lu_shl = 0,
	output reg lu_band = 0,
	output reg lu_bor = 0,
	output reg lu_bxor = 0,
	output reg lu_bnegate = 0,
	output reg reg1_write = 0,
	output reg reg2_write = 0,
	output reg [3:0] reg1_addr = 0,
	output reg [3:0] reg2_addr = 0,
	input [2:0] flags,
	inout [15:0] d_bus
	);
	localparam 
		fetch = 0,
		decode = 1,
		upper_writeback = 2,
		lower_writeback = 3,
		ins_flush = 4,
		alu2_writeback = 5,
		memreg_writeback = 6,
		ioreg_writeback = 7,
		alu_writeback = 8,
		div_writeback = 9,
		div_wait = 10,
		mod_writeback = 11,
		mod_wait = 12,
		decode_int = 13,
		stop = 15;
	reg [3:0] next_step = ins_flush;
	reg [7:0] instruction;
	reg [5:0] wait_count;
	reg [3:0] next_reg1_addr = 0;
	reg [3:0] next_reg2_addr = 0;
	reg u_pass = 0;
	reg l_pass = 0;
	assign d_bus = 
	u_pass ? {instruction[7:0], 8'bz} :
	l_pass ? {8'bz, instruction[7:0]} :
	16'bz;
	localparam
	more_ops = 4'b1111,
	z_add = 4'b0001,
	z_sub = 4'b0010,
	z_mul = 4'b0011,
	z_div = 4'b0100,
	z_mod = 4'b0101,
	z_and = 4'b0110,
	z_or  = 4'b0111,
	z_xor = 4'b1000,
	z_shr = 4'b1001,
	z_shl = 4'b1010,
	z_ldu = 4'b1011,
	z_ldl = 4'b1100,
	o_mov = 4'b0001,
	o_cmp = 4'b0010,
	o_jmp = 4'b0011,
	o_ldm = 4'b0100,
	o_stm = 4'b0101,
	o_neg = 4'b0110,
	o_ioi = 4'b1000,
	o_ioo = 4'b1001,
	o_sti = 4'b1010,  
	o_dld = 4'b1011,  
	o_cal = 4'b1100,  
	t_gtf = 4'b0001,
	t_stf = 4'b0010,
	t_inc = 4'b0011,
	t_dec = 4'b0100,
	th_rit = 4'b0001,  
	th_nop = 4'b1111;
	always @ (posedge clk) begin
		i_read <= 0;
		i_push <= 0;
		d_read <= 0;
		d_push <= 0;
		d_write <= 0;
		io_addr_read <= 0;
		io_read <= 0;
		io_write <= 0;
		io_push <= 0;
		io_store_retaddr <= 0;
		io_push_retaddr <= 0;
		io_push_ints <= 0;
		io_push_int_addr <= 0;
		pc_load <= 0;
		pc_increment <= 0;
		pc_push <= 0;
		pc_push_d <= 0;
		cmp_load <= 0;
		cmp_push <= 0;
		cmp_compare <= 0;
		cmp_mask_int <= 0;
		cmp_unmask_int <= 0;
		lu_passh <= 0;
		lu_passl <= 0;
		lu_pass_high <= 0;
		lu_swap <= 0;
		lu_push <= 0;
		lu_push_high <= 0;
		lu_push_div <= 0;
		lu_push_mod <= 0;
		lu_add <= 0;
		lu_sub <= 0;
		lu_mul <= 0;
		lu_inc <= 0;
		lu_dec <= 0;
		lu_shr <= 0;
		lu_shl <= 0;
		lu_band <= 0;
		lu_bor <= 0;
		lu_bxor <= 0;
		lu_bnegate <= 0;
		reg1_write <= 0;
		reg2_write <= 0;
		u_pass <= 0;
		l_pass <= 0;
		case (next_step)
			stop: begin end
			upper_writeback: begin
				i_read <= 1;
				u_pass <= 1;
				lu_passl <= 1;
				reg1_addr <= next_reg1_addr;
				reg1_write <= 1;
				next_step <= fetch;
			end
			lower_writeback: begin
				i_read <= 1;
				l_pass <= 1;
				lu_passh <= 1;
				reg1_addr <= next_reg1_addr;
				reg1_write <= 1;
				next_step <= fetch;
			end
			alu2_writeback: begin
				i_read <= 1;
				lu_push_high <= 1;
				reg2_addr <= next_reg2_addr;
				reg2_write <= 1;
				next_step <= fetch;
			end
			memreg_writeback: begin
				i_read <= 1;
				d_push <= 1;
				reg1_addr <= next_reg1_addr;
				reg1_write <= 1;
				next_step <= fetch;
			end
			ioreg_writeback: begin
				i_read <= 1;
				io_addr_read <= 1;
				io_push <= 1;
				reg1_addr <= next_reg1_addr;
				reg1_write <= 1;
				next_step <= fetch;
			end
			div_writeback: begin
				i_read <= 1;
				lu_push_div <= 1;
				reg2_addr <= next_reg2_addr;
				reg2_write <= 1;
				next_step <= fetch;
			end
			div_wait: begin
				wait_count <= wait_count - 1;
				if (wait_count == 0) begin
					next_step <= div_writeback;
				end
			end
			mod_writeback: begin
				i_read <= 1;
				lu_push_mod <= 1;
				reg2_addr <= next_reg2_addr;
				reg2_write <= 1;
				next_step <= fetch;
			end
			mod_wait: begin
				wait_count <= wait_count - 1;
				if (wait_count == 0) begin
					next_step <= mod_writeback;
				end
			end
			ins_flush: begin
				i_read <= 1;
				next_step <= fetch;
			end
			decode_int: begin
				d_push <= 1;
				pc_load <= 1;
				next_step <= ins_flush;
			end
			alu_writeback: begin
				i_read <= 1;
				lu_push <= 1;
				reg1_addr <= next_reg1_addr;
				reg1_write <= 1;
				next_step <= fetch;
			end
			fetch: begin
				if (io_interrupt && !flags[2]) begin
					cmp_mask_int <= 1;
					pc_push_d <= 1;
					io_store_retaddr <= 1;
					io_push_int_addr <= 1;
					d_read <= 1;
					next_step <= decode_int;
				end else begin
					i_push <= 1;
					pc_increment <= 1;
					next_step <= decode;
				end
			end
			decode: begin
				instruction <= d_bus[7:0];
				case (d_bus[15:12])
					z_add: begin
						reg1_addr <= d_bus[11:8];
						reg2_addr <= d_bus[7:4];
						next_reg1_addr <= d_bus[3:0];
						lu_add <= 1;
						next_step <= alu_writeback;
					end
					z_sub: begin
						reg1_addr <= d_bus[11:8];
						reg2_addr <= d_bus[7:4];
						next_reg1_addr <= d_bus[3:0];
						lu_sub <= 1;
						next_step <= alu_writeback;
					end
					z_mul: begin
						reg1_addr <= d_bus[11:8];
						reg2_addr <= d_bus[7:4];
						next_reg1_addr <= d_bus[3:0];
						lu_mul <= 1;
						next_step <= alu_writeback;
					end
					z_div: begin
						reg1_addr <= d_bus[11:8];
						reg2_addr <= d_bus[7:4];
						next_reg2_addr <= d_bus[3:0];
						wait_count <= 30;
						next_step <= div_wait;
					end
					z_mod: begin
						reg1_addr <= d_bus[11:8];
						reg2_addr <= d_bus[7:4];
						next_reg2_addr <= d_bus[3:0];
						wait_count <= 30;
						next_step <= mod_wait;
					end
					z_and: begin
						reg1_addr <= d_bus[11:8];
						reg2_addr <= d_bus[7:4];
						next_reg1_addr <= d_bus[3:0];
						lu_band <= 1;
						next_step <= alu_writeback;
					end
					z_or: begin
						reg1_addr <= d_bus[11:8];
						reg2_addr <= d_bus[7:4];
						next_reg1_addr <= d_bus[3:0];
						lu_bor <= 1;
						next_step <= alu_writeback;
					end
					z_xor: begin
						reg1_addr <= d_bus[11:8];
						reg2_addr <= d_bus[7:4];
						next_reg1_addr <= d_bus[3:0];
						lu_bxor <= 1;
						next_step <= alu_writeback;
					end
					z_shl: begin
						reg1_addr <= d_bus[11:8];
						reg2_addr <= d_bus[7:4];
						next_reg1_addr <= d_bus[3:0];
						lu_shl <= 1;
						next_step <= alu_writeback;
					end
					z_shr: begin
						reg1_addr <= d_bus[11:8];
						reg2_addr <= d_bus[7:4];
						next_reg1_addr <= d_bus[3:0];
						lu_shr <= 1;
						next_step <= alu_writeback;
					end
					z_ldu: begin
						reg1_addr <= d_bus[11:8];
						next_reg1_addr <= d_bus[11:8];
						next_step <= upper_writeback;
					end
					z_ldl: begin
						reg1_addr <= d_bus[11:8];
						next_reg1_addr <= d_bus[11:8];
						next_step <= lower_writeback;
					end
					more_ops: begin
						case (d_bus[11:8])
							o_mov: begin
								reg1_addr <= d_bus[7:4];
								reg2_addr <= d_bus[3:0];
								lu_swap <= 1;
								reg2_write <= 1;
								next_step <= ins_flush;
							end
							o_cmp: begin
								reg1_addr <= d_bus[7:4];
								reg2_addr <= d_bus[3:0];
								lu_passh <= 1;
								lu_passl <= 1;
								lu_pass_high <= 1;
								cmp_compare <= 1;
								next_step <= ins_flush;
							end
							o_jmp : begin
								reg1_addr <= d_bus[3:0];
								lu_passh <= 1;
								lu_passl <= 1;
								if ((d_bus[4] &&  flags[0]) ||  
									 (d_bus[5] && ~flags[1] && ~flags[0]) ||  
									 (d_bus[6] &&  flags[1] && ~flags[0]) ||  
									 (d_bus[7]))  
								begin
									pc_load <= 1;	
								end
								next_step <= ins_flush;
							end
							o_ldm: begin
								reg2_addr <= d_bus[7:4];
								next_reg1_addr <= d_bus[3:0];
								d_read <= 1;
								lu_pass_high <= 1;
								next_step <= memreg_writeback;
							end
							o_stm: begin
								reg1_addr <= d_bus[7:4];
								reg2_addr <= d_bus[3:0];
								lu_passh <= 1;
								lu_passl <= 1;
								lu_pass_high <= 1;
								d_write <= 1;
								next_step <= ins_flush;
							end
							o_neg: begin
								reg1_addr <= d_bus[7:4];
								next_reg1_addr <= d_bus[3:0];
								lu_bnegate <= 1;
								next_step <= alu_writeback;
							end
							o_ioi: begin
								io_addr <= d_bus[7:4];
								next_reg1_addr <= d_bus[3:0];
								io_addr_read <= 1;
								io_read <= 1;
								next_step <= ioreg_writeback;
							end
							o_ioo: begin
								io_addr <= d_bus[3:0];
								reg1_addr <= d_bus[7:4];
								io_addr_read <= 1;
								lu_passh <= 1;
								lu_passl <= 1;
								io_write <= 1;
								next_step <= ins_flush;
							end
							o_sti: begin
								reg1_addr <= d_bus[7:4];
								reg2_addr <= d_bus[3:0];
								next_reg2_addr <= d_bus[3:0];
								lu_pass_high <= 1;
								lu_passh <= 1;
								lu_passl <= 1;
								lu_inc <= 1;
								d_write <= 1;
								next_step <= alu2_writeback;
							end
							o_dld: begin
								reg2_addr <= d_bus[7:4];
								next_reg1_addr <= d_bus[3:0];
								lu_dec <= 1;
								d_read <= 1;
								reg2_write <= 1;
								next_step <= memreg_writeback;
							end
							o_cal: begin
								reg1_addr <= d_bus[7:4];
								reg2_addr <= d_bus[3:0];
								lu_passh <= 1;
								lu_passl <= 1;
								pc_load <= 1;
								pc_push <= 1;
								reg2_write <= 1;
								next_step <= ins_flush;
							end
							more_ops: begin
								case (d_bus[7:4])
									t_gtf: begin
										reg1_addr <= d_bus[3:0];
										cmp_push <= 1;
										reg1_write <= 1;
										next_step <= ins_flush;
									end
									t_stf: begin
										reg1_addr <= d_bus[3:0];
										lu_passh <= 1;
										lu_passl <= 1;
										cmp_load <= 1;
										next_step <= ins_flush;
									end
									t_inc: begin
										reg2_addr <= d_bus[3:0];
										next_reg1_addr <= d_bus[3:0];
										lu_inc <= 1;
										next_step <= alu_writeback;
									end
									t_dec: begin
										reg2_addr <= d_bus[3:0];
										next_reg1_addr <= d_bus[3:0];
										lu_dec <= 1;
										next_step <= alu_writeback;
									end
									more_ops: begin
										case (d_bus[3:0])
											th_rit: begin
												io_push_retaddr <= 1;
												pc_load <= 1;
												cmp_unmask_int <= 1;
												next_step <= ins_flush;
											end
											more_ops: begin
												next_step <= ins_flush;
											end
											default: next_step <= stop;
										endcase
									end
									default: next_step <= stop;
								endcase
							end
							default: next_step <= stop;
						endcase
					end
					default: next_step <= stop;
				endcase
			end
		endcase
	end
endmodule
```
`/design/flow/run.sh`:
```
#!/bin/bash
# OpenROAD 26Q1-2900-gdf79404cd8, Yosys 0.63+post, stock flow scripts
make -C /OpenROAD-flow-scripts/flow DESIGN_CONFIG=/design/flow/config.mk WORK_HOME=/design/flow/orfs finish
```
`/design/flow/config.mk`:
```
export PLATFORM = sky130hd
export DESIGN_NAME = control_unit
export DESIGN_NICKNAME = control_unit
export VERILOG_FILES = /design/flow/design.v
export SDC_FILE = /design/flow/constraint.sdc
export NUM_CORES = 4
export LEC_CHECK = 1
export CORE_UTILIZATION = 40
```
`/design/flow/constraint.sdc`:
```
current_design control_unit

set clk_period 5.3
set clk_io_pct 0.2

create_clock -name clk0 -period $clk_period [get_ports {clk}]

set non_clock_inputs [all_inputs -no_clocks]
set_input_delay [expr $clk_period * $clk_io_pct] -clock clk0 $non_clock_inputs
set_output_delay [expr $clk_period * $clk_io_pct] -clock clk0 [all_outputs]
```
==> Slide: Implementation Results <==
Implementation Results

Run status
  – Outcome: stopped before the end
  – Last stage: 4_1_cts
  – Halt Reason: [error] [KeplerFormal.cpp:679] Workflow failed: Iso has multiple drivers: .d_bus8, _239_.Y0

Yosys
  – Async S/R FF share, synth: 0
  – Area share, top type: 0.344
  – Yosys warning tally: 4
  – Area of the mapped netlist: 3320 µm²
  – Yosys aoi share: 0.108
  – Synth unique cells: 58
  – Synthesized area per cell: 9.99 µm²
  – Xor/xnor share: 0.0158
  – Post-synth area hogs: edfxtp_1, dfxtp_1, nor2_1, nand2_1, clkbuf_1
  – YS chip area: 3320 µm²
  – Flops after synth: 76
  – Adder Area Share: 0.0166
  – And+or+nand+nor area frac: 0.206
  – Synth Instances: 332
  – Leading area contributor after synthesis: edfxtp_1
  – Seq/Total Area, Yosys: 0.573
  – Top logic family: simple AND/OR/NAND/NOR gates
  – Ys flop type: edfxtp_1
  – Yosys stat cell total: 332
  – Post-synth EDFFs: 38
  – Mux cell area share: 0.0136

Clock tree
  – CTS root buf: clkbuf_8
  – Clk sinks: 76
  – Post-cts resize count: 0
  – Hold Buf Count CTS: 0
  – Setup repair bufs after CTS: 0
  – H-tree depth: 3
  – CTS Buffer Depth: 2
  – CTS buffer count: 9

Floorplan
  – Fp util: 0.421
  – Cell Rows: 32
  – # IOs: 76
  – Die y size: 93.1 µm
  – Die Wd: 93.1 µm

Placed design
  – IO buf count: 56
  – GPL Wtd Cong: 0.871
  – Dpl hpwl: 4.97 mm
synthesized netlist by cell type, types with 4 or more instances:
master and count:
dfxtp_1 38, edfxtp_1 38, nor2_1 38, nand2_1 35, clkbuf_1 21, inv_1 18, a21oi_1 12, nor2b_1 12
nor3_1 10, nand3_1 9, o21ai_0 9, nand2b_1 7, buf_4 6, o31ai_1 6, and2_1 5, a31oi_1 4
mux2_2 4, or3_1 4
kinds of logic after synthesis:
| family | Yosys count |
|---|---|
| adder cells (fa/ha/maj) | 5 |
| AND-OR/OR-AND | 53 |
| AND/OR/NAND/NOR | 138 |
| other | 1 |
| multiplexers | 4 |
| flip-flops | 76 |
| buffers and inverters | 49 |
| XOR/XNOR | 6 |
through the flow:
stage	total power (µW)	util	cells	setup slack (ns)	instance area [µm²]
after global placement	1510	0.493	465	2.63	3890
after detailed placement	1510	0.493	465	2.58	3890
after floorplan	1280	-	335	3.06	3330
No activity file was given, so power comes from the tool's default toggle rates.
